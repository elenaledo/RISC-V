`flow/run.sh`:
```
#!/bin/bash
# OpenROAD 26Q1-2900-gdf79404cd8, Yosys 0.63+post, stock flow scripts
make -C /OpenROAD-flow-scripts/flow DESIGN_CONFIG=/design/flow/config.mk WORK_HOME=/design/flow/orfs finish
```
`flow/constraint.sdc`:
```
current_design cmp_32s

set clk_period 18.5
set clk_io_pct 0.2

create_clock -name clk0 -period $clk_period

set non_clock_inputs [all_inputs -no_clocks]
set_input_delay [expr $clk_period * $clk_io_pct] -clock clk0 $non_clock_inputs
set_output_delay [expr $clk_period * $clk_io_pct] -clock clk0 [all_outputs]
```
`flow/config.mk`:
```
export PLATFORM = sky130hd
export DESIGN_NAME = cmp_32s
export DESIGN_NICKNAME = cmp_32s
export VERILOG_FILES = /design/flow/design.v
export SDC_FILE = /design/flow/constraint.sdc
export NUM_CORES = 4
export LEC_CHECK = 1
export CORE_UTILIZATION = 30
```
`flow/design.v`:
```
module cmp_1 (
    input   logic   a_i,
    input   logic   b_i,
    output  logic   equal_o,
    output  logic   alarger_o,
    output  logic   blarger_o
);
    assign equal_o    = a_i~^b_i;
    assign alarger_o  = a_i&(~b_i);
    assign blarger_o  = (~a_i)&b_i;
endmodule: cmp_1
module cmp_16 (
    input   logic   [15:0]  a_i,
    input   logic   [15:0]  b_i,
    output  logic           equal_o,
    output  logic           alarger_o,
    output  logic           blarger_o
);
    logic [3:0] eq_t;
    logic [3:0] al_t;
    assign equal_o      = &eq_t;
    assign alarger_o    = al_t[3]|(al_t[2]&eq_t[3])|(al_t[1]&eq_t[3]&eq_t[2])|(al_t[0]&eq_t[3]&eq_t[2]&eq_t[1]);
    assign blarger_o    = ~ (equal_o|alarger_o);                
    cmp_4 compare10(.a_i(a_i[  3:0]),.b_i(b_i[  3:0]),.equal_o(eq_t[0]),.alarger_o(al_t[0]),.blarger_o());
    cmp_4 compare11(.a_i(a_i[  7:4]),.b_i(b_i[  7:4]),.equal_o(eq_t[1]),.alarger_o(al_t[1]),.blarger_o());
    cmp_4 compare12(.a_i(a_i[ 11:8]),.b_i(b_i[ 11:8]),.equal_o(eq_t[2]),.alarger_o(al_t[2]),.blarger_o());
    cmp_4 compare13(.a_i(a_i[15:12]),.b_i(b_i[15:12]),.equal_o(eq_t[3]),.alarger_o(al_t[3]),.blarger_o());
endmodule: cmp_16
module cmp_32s (
    input logic [31:0] a_i,
    input logic [31:0] b_i,
    output logic equal_o,
    output logic alarger_o,
    output logic blarger_o
);
    logic [1:0] eq_t;
    logic [1:0] al_t;
    logic [1:0] bl_t;
    logic [31:0] a_t;
    logic [31:0] b_t;
    assign a_t = ~(a_i)+1;
    assign b_t = ~(b_i)+1;
    cmp_32u compare32u_0(.a_i(a_i[31:0]),.b_i(b_i[31:0]),.equal_o(eq_t[0]),.alarger_o(al_t[0]),.blarger_o(bl_t[0]));
    cmp_32u compare32u_1(.a_i(a_t[31:0]),.b_i(b_t[31:0]),.equal_o(eq_t[1]),.alarger_o(al_t[1]),.blarger_o(bl_t[1]));
    always_comb begin 
        case({a_i[31],b_i[31]})
        2'b00:  begin 
            equal_o     =   eq_t[0];
            alarger_o   =   al_t[0];
            blarger_o   =   bl_t[0];
        end
        2'b01:  begin 
            equal_o     =   1'b0;
            alarger_o   =   1'b1;
            blarger_o   =   1'b0;
        end
        2'b10:  begin 
            equal_o     =   1'b0;
            alarger_o   =   1'b0;
            blarger_o   =   1'b1;
        end
        2'b11:  begin 
            equal_o     =   eq_t[1];
            alarger_o   =   ~al_t[1];
            blarger_o   =   ~bl_t[1];
        end
        default: begin 
        end 
        endcase
    end
endmodule: cmp_32s
module cmp_32u (
    input logic [31:0] a_i,
    input logic [31:0] b_i,
    output logic equal_o,
    output logic alarger_o,
    output logic blarger_o
);
    logic [1:0] el_t;
    logic [1:0] al_t;
    assign equal_o    = &el_t;
    assign alarger_o  = al_t[1]|(al_t[0]&el_t[1]);
    assign blarger_o  = ~(equal_o|alarger_o);            
    cmp_16 compare160(.a_i(a_i[15:0]),.b_i(b_i[15:0]),.equal_o(el_t[0]),.alarger_o(al_t[0]),.blarger_o());
    cmp_16 compare161(.a_i(a_i[31:16]),.b_i(b_i[31:16]),.equal_o(el_t[1]),.alarger_o(al_t[1]),.blarger_o());
endmodule: cmp_32u
module cmp_4 (
    input logic [3:0] a_i,
    input logic [3:0] b_i,
    output logic equal_o,
    output logic alarger_o,
    output logic blarger_o
);
    logic [3:0] eq_t;
    logic [3:0] al_t;
    assign equal_o      = &eq_t;
    assign alarger_o    = al_t[3]|(al_t[2]&eq_t[3])|(al_t[1]&eq_t[3]&eq_t[2])|(al_t[0]&eq_t[3]&eq_t[2]&eq_t[1]);
    assign blarger_o    = ~ (equal_o|alarger_o);                
    cmp_1 compare10(.a_i(a_i[0]),.b_i(b_i[0]),.equal_o(eq_t[0]),.alarger_o(al_t[0]),.blarger_o());
    cmp_1 compare11(.a_i(a_i[1]),.b_i(b_i[1]),.equal_o(eq_t[1]),.alarger_o(al_t[1]),.blarger_o());
    cmp_1 compare12(.a_i(a_i[2]),.b_i(b_i[2]),.equal_o(eq_t[2]),.alarger_o(al_t[2]),.blarger_o());
    cmp_1 compare13(.a_i(a_i[3]),.b_i(b_i[3]),.equal_o(eq_t[3]),.alarger_o(al_t[3]),.blarger_o());
endmodule: cmp_4
```
==> results.tsv <==
stage	metric	value	unit
global_route	global route total overflow	0	
final_timing	crit path time final	11.73	ns
cells_and_area	final instance area	0.003427	sq mm
floorplan	die height	95.70	microns
routing	starting DRC count in detailed routing	69	
routing	drt drc	0	
cells_and_area	share of cells above drive strength 1	0.01139	
synth	Top cell area share	0.3183	
routing	DRT Wirelength	7072	microns
synth	YS warnings	1	
setup_path	CP Capture Type	primary output	
placed_design	final RePlAce weighted congestion	0.8945	
setup_path	Crit. Startpoint	b_i[9]	
routing	drt pass-1 iters	4	
synth	ys cells	374	
routing	antenna-violating nets left	0	
final_timing	RSZ-0062 raised after global routing	false	
cts	post-CTS resize count	0	
setup_path	Worst setup SP type	input pin	
synth	Post-Syn Instances	374	
cts	Hold Buf Count CTS	0	
floorplan	# IOs	67	
run_status	outcome	complete, no violations	
min_path	hold crit path type	input pin to primary output	
synth	Synth area leader	ha_1	
setup_path	WS Path Type	input pin to primary output	
pwr	Leak	1.392	nW
final_timing	Period Utilization, post-route	0.6340	
min_path	worst min-delay path startpoint	b_i[31]	
placed_design	pre-CTS WS	6.748	ns
cells_and_area	final non-filler cell total	544	
floorplan	CORE AREA	0.008341	sq mm
final_timing	Final setup viols	0	
global_route	first-pass GRT wire length	11870	microns
floorplan	cell row count	33	
synth	Post-Syn Area per Cell	7.042	sq um
setup_path	Worst EP arrival	8.03	ns
final_timing	Slew Limit Fails	0	
setup_path	crit path max fanout	5	
synth	Seq/Total Area, Yosys	0	
cells_and_area	Core Util, Final	0.4109	
floorplan	floorplan core density	0.3158	
setup_path	critical path data required time	14.80	ns
cells_and_area	FFs & Latches	0	
floorplan	chip width	95.70	microns
synth	Netlist Area Pre-Place	0.002634	sq mm
synth	Yosys cell types	36	
pwr	power density over cell area	18.58	mW/mm^2
routing	vias	2749	
floorplan	total die area	0.009158	sq mm
cells_and_area	Layout area overhead	30.12	%
pwr	VDD IR max	0.009011	mV
global_route	initial antenna violation count	0	
job	total of max-cap violations	0	
final_timing	final worst slack	6.770	ns
final_timing	Slew Limit Headroom	0.4675	
routing	Antenna diodes	0	
cells_and_area	clkbuf count	0	
job	tool warnings	34	
global_route	pin count of the biggest net entering global routing	8	
routing	drt wl/cell	13.00	microns
placed_design	dpl cell area	0.003427	sq mm
placed_design	Port Buffers	67	
cts	Setup Buffers After CTS	0	
placed_design	HPWL Detailed	6398	microns
synth	Post-synth top cells	67 x ha_1, 46 x xnor2_1, 39 x inv_1	
global_route	GRT Total Usage	0.1644	
global_route	vias in the first global route	2753	
final_timing	Sum Neg Setup Slack	0	ns
placed_design	Cells after DPL	544	
synth	most instantiated library cell after synthesis	ha_1	
final_timing	pin slew with the least headroom to its limit	0.7915	ns
routing	Vias/cell	5.053	
final_timing	FMAX	0.08525	GHz
synth	Chip Area, Yosys	0.002634	sq mm
cells_and_area	register area	0	sq um
final_timing	final hold vios	0	
synth	top post-synthesis cells by area	ha_1 32%, xnor2_1 15%, inv_1 5.6%	
## path summary, 6_finish.rpt
check / slack, ns / endpoint / cells past startpoint
setup / recovery: 6.77 / alarger_o / 15
hold / removal: 8.50 / alarger_o / 4
## logic make-up after synthesis
family                   count (synthesis)  share of synthesized area
AND-OR/OR-AND                           57                     0.1264
buffers and inverters                   41                    0.05890
XOR/XNOR                                58                     0.1929
adder cells (fa/ha/maj)                 67                     0.3183
AND/OR/NAND/NOR                        151                     0.3036
## cells in the final DEF, fill, tap and decap left out, types with 2 or more instances in the layout
cell type,netlist,final
o21ai_0,14,14
nor2_1,28,28
a211oi_1,3,3
or3_1,8,8
nand2b_1,4,4
a21o_1,2,2
xor2_1,12,12
nor3_1,23,23
xnor2_1,46,46
and3b_1,2,2
clkdlybuf4s50_1,0,67
nand3_1,14,14
or4_4,2,2
ha_1,67,67
a21oi_1,26,26
a31oi_1,2,2
nand4_1,16,16
inv_1,39,39
or4_1,4,4
o21a_1,2,2
a22oi_1,2,2
nor4_1,11,11
nand2_1,31,31
nand4b_1,3,3
## per-stage QoR
| stage | hold WS, ns | power [mW] |
|---|---|---|
| 2_1_floorplan | 7.454 | 0.03490 |
| 3_3_place_gp | 8.509 | 0.06341 |
| 3_5_place_dp | 8.513 | 0.06389 |
| 4_1_cts | 8.520 | 0.06438 |
| 5_1_grt | 8.587 | 0.07289 |
| 6_report | 8.498 | 0.06369 |
## worst max-delay path: stages
cell	delay, ns
clkdlybuf4s50_1	0.45
or4_4	0.58
or4_4	0.45
or3_1	0.44
nor4_4	0.32
nand2_1	0.11
xnor2_1	0.14
ha_1	0.30
a21oi_1	0.17
nand2_1	0.07
a221o_1	0.33
nor3_1	0.23
nand4b_1	0.14
o211ai_1	0.10
clkdlybuf4s50_1	0.50
## metal layers
layer  track usage  wire length [microns]
met3      0.003213                    286
met2        0.3190                   3440
met4      0.004975                     26
met5             0                      0
met1        0.2126                   3319
## cell type report
type	instances	area (sq um)
fillers	885	4913
repair buffers	67	670.6
multi-input cells	333	2479
well taps	105	131.4
inverters	39	146.4
## report_power, final
part / switching (mW) / leakage, nW / internal (mW)
Clock: 0 / 0 / 0
Sequential: 0 / 0 / 0
Combinational: 0.0312 / 1.39 / 0.0325
Power and IR drop assume default switching activity.
